--- flow/run.sh ---
#!/bin/bash
# OpenROAD 26Q1-2900-gdf79404cd8, Yosys 0.63+post, stock flow scripts
make -C /OpenROAD-flow-scripts/flow DESIGN_CONFIG=/design/flow/config.mk WORK_HOME=/design/flow/orfs finish
--- flow/config.mk ---
export PLATFORM = sky130hd
export DESIGN_NAME = ysyx_23060187_ALU
export DESIGN_NICKNAME = ysyx_23060187_ALU
export VERILOG_FILES = /design/flow/design.v
export SDC_FILE = /design/flow/constraint.sdc
export NUM_CORES = 4
export LEC_CHECK = 1
export CORE_UTILIZATION = 50
--- flow/constraint.sdc ---
current_design ysyx_23060187_ALU

set clk_period 17.3
set clk_io_pct 0.2

create_clock -name clk0 -period $clk_period

set non_clock_inputs [all_inputs -no_clocks]
set_input_delay [expr $clk_period * $clk_io_pct] -clock clk0 $non_clock_inputs
set_output_delay [expr $clk_period * $clk_io_pct] -clock clk0 [all_outputs]
--- flow/design.v ---
module ysyx_23060187_ALU(
        input [3:0] ALUctrl,
        input [31:0] opnum1,
        input [31:0] opnum2,
        output reg [31:0] result,
        output zero,
        output reg cout,
        output reg overflow
    );
    reg [31:0]tmp;
    assign zero = (result == 0) || ((opnum1 == 0 && opnum2 == 0) && (ALUctrl == 4'd6));
    always @(*) begin
        case(ALUctrl)
            0: begin
                result = opnum1 & opnum2;
                cout = 0;
                tmp = 0;
                overflow = 0;
            end
            1: begin
                result = opnum1 | opnum2;
                cout = 0;
                tmp  = 0;
                overflow = 0;
            end
            2: begin
                {cout, result} = opnum1 + opnum2;
                tmp = 0;
                overflow = ((opnum1[31] == opnum2[31]) && (result[31] != opnum1[31]));
            end
            3: begin
                result = opnum1 << opnum2;
                cout = 0;
                tmp = 0;
                overflow = 0;
            end
            4: begin
                result = opnum1 >> opnum2;
                cout = 0;
                tmp = 0;
                overflow = 0;
            end
            5: begin
                result = opnum1 ^ opnum2;
                cout = 0;
                tmp = 0;
                overflow = 0;
            end
            6: begin
                tmp = opnum2 ^ 32'b11111111_11111111_11111111_11111111 + 32'd1;
                result = opnum1 - opnum2;
                cout = 0;
                overflow = (opnum1 < opnum2) ? 1 : 0;
            end
            default: begin
                result = 0 ;
                tmp = 0;
                overflow = 0;
            end
        endcase
    end
endmodule
==> flow_summary.ini <==
; yosys + openroad results
[sta]
min_period_ns = 12.63
fin_tns_setup_ns = 0
hold_viol = 0
worst-slew-pin-transition_ns = 0.879
drv_slew = 0
fin_crit_sh = 0.730
unclocked_pins = 1
final.setup.worst_slack_ns = 4.67
untimed_endpoints = 2
hold_ws_ns = 8.19
slew_headroom = 0.413
rsz0062_at_grt = false
fmax_ghz = 0.0792
setup_violations = 0

[synthesis]
top_area_cell = ha_1
syn_inst = 1356
syn-cell-area_um2 = 9620
synthDistinctLibCells = 103
syn_area_per_cell_um2 = 7.09
ys_sh_xor = 0.0118
yosysWarnings = 1
muxShareOfSynthArea = 0.179
ys_async_sr_fraction = 0
ys_chip_area_um2 = 9620
synthTopLogicFamily = AND-OR/OR-AND gates
yosys.area_share.aoi = 0.330
adder_share = 0.142
area_leaders = ha_1 14%, mux4_2 11%, o21ai_0 5.2%, nor2_1 4.6%, nand2_1 4.5%
ys_cells = 1356
synth_top_area_share = 0.138
synth_flops = 1
simple_gate_share = 0.239
synth-edff-count = 0
flop_cell = dlxtn_1

[cells_and_area]
lay_top_cells = 119 x nor2_1, 115 x nand2_1, 106 x ha_1
lay_top_count = nor2_1
syn2layout_area_growth_pct = 10.7
final_cells = 1616
layout-drive-gt1-share = 0.106
logic_area_um2 = 8710
fillers = 1846
finalInstanceArea_um2 = 10600
flop_area_um2 = 15.0
largest_register_ffs = 1
fin_util = 0.567

[place]
dp_hpwl_um = 34800
placed_area_um2 = 10600
numPortBuffers = 103
place.gp.congestion = 1.11
dp.cells = 1615
pre_cts_ws_ns = 4.79

[die]
dieArea_um2 = 19800
coreArea_um2 = 18800
fp_util = 0.512
pin_count = 103
chipWidth_um = 141
die_h_um = 141
rows = 50

[global_routing]
overflow = 0
antenna_found_initial = 0
grt_pass1_vias = 10754
grt_max_degree = 66
grt_pass1_wl_um = 67800
track_usage = 0.464

[routing]
wl_met1_um = 17500
wl_um = 44900
wl_per_cell_um = 27.8
drt.antenna.violating_nets = 0
routed_via_density = 7.27
drc_errors = 0
firstDrtPassIters = 6
drt_iter0_drc = 1394
dr_total_vias = 11755
top_layer = met5
route.met2.wl_um = 19200
met3_length_um = 6400

[power_and_ir_drop]
cellPowerDensity_nw_per_um2 = 31.7
p_leak_nw = 4.32
max-vdd-ir-drop_v = 0.0000272
p_sw_frac = 0.602
power_switching_mw = 0.203
internal_power_mw = 0.135
finalPower_mw = 0.338

[cts]
cts_resized = 0
hold_buffers = 0
post_cts_buffers = 0

[outcome]
status = finished, final reports clean

[flow_run]
drv_cap = 0
warnings = 107

[setup_path]
crit_end = zero
cp_max_fo = 55
start_kind = primary input
critPathKind = primary input to output pin
required_ns = 13.84
crit_path_end_kind = output pin
arrival_ns = 9.17
crit_start = opnum2[1]

[worst_hold_path]
worstHoldPathType = primary input to output pin
critical path, cell delays in order:
cell and delay, ns:
buf_4 0.57, inv_2 0.46, ha_1 0.45, nor2_1 0.06, o311ai_0 0.44, nand3_1 0.28, a31oi_1 0.38, o221ai_1 0.25
a22o_1 0.28, mux2i_1 0.22, o2111ai_1 0.27, nor4b_2 0.52, or4b_1 0.48, nor4bb_1 0.40, a21o_1 0.16, clkdlybuf4s50_1 0.46
worst min-delay path by stage:
stage / endpoint / slack, ns / cells after the start / from
finish: result[3] / 8.19 / 5 / opnum2[0]
CTS: result[3] / 8.18 / 5 / opnum2[0]
global route: result[3] / 8.24 / 5 / opnum2[0]
synthesized netlist by cell type, drive strengths merged (10+ instances only):
master,count
mux2i,41
or2,10
nand4,14
a31oi,21
clkbuf,68
ha,106
o21ai,106
inv,92
a21oi,80
or3,10
and3,17
nor4,27
nor3,44
o22ai,18
a2111oi,11
a211oi,21
mux4,46
buf,44
nand3,28
a22oi,27
a21o,19
mux2,24
nand2b,14
nor2b,15
o211ai,23
o21bai,10
a221oi,15
nor2,119
o21a,12
nand2,115
metal layers:
layer  vias to the layer above  global-route usage
met2                       982               0.695
met5                         -              0.0100
li1                       5220                   -
met1                      5418               0.643
met3                       133               0.141
met4                         2               0.147
cells by family (layout without fill, tap and decap cells):
| logic type | after synthesis | count (layout) |
|---|---|---|
| xor gates and xnor gates | 13 | 13 |
| other | 0 | 1 |
| adders and majority gates | 108 | 108 |
| buffers and inverters | 204 | 229 |
| latches | 1 | 1 |
| muxes | 111 | 111 |
| and+or+nand+nor | 459 | 459 |
| AOI/OAI and AO/OA | 460 | 460 |
layout make-up:
type	count	area share
antenna	1	0.000235
inverter	92	0.0325
multi-input combinational	1151	0.819
timing repair buffer	137	0.119
tap	234	0.0275
sequential	1	0.00141
power by group through the flow:
stage	registers, mW	logic (mW)	clock network [mW]
CTS	0.000154	0.326	0
global route	0.000154	0.359	0
Power and IR drop assume default switching activity.
