**./run.sh**
```bash
#!/bin/bash
# OpenROAD 26Q1-2900-gdf79404cd8, Yosys 0.63+post, stock flow scripts
make -C /OpenROAD-flow-scripts/flow DESIGN_CONFIG=/design/flow/config.mk WORK_HOME=/design/flow/orfs finish
```
**./config.mk**
```make
export PLATFORM = sky130hd
export DESIGN_NAME = ysyx_23060187_instDecode
export DESIGN_NICKNAME = ysyx_23060187_instDecode
export VERILOG_FILES = /design/flow/design.v
export SDC_FILE = /design/flow/constraint.sdc
export NUM_CORES = 4
export LEC_CHECK = 1
export CORE_AREA = 10 10 72 72
export DIE_AREA = 0 0 82 82
```
**./constraint.sdc**
```tcl
current_design ysyx_23060187_instDecode

set clk_period 4.6
set clk_io_pct 0.2

create_clock -name clk0 -period $clk_period

set non_clock_inputs [all_inputs -no_clocks]
set_input_delay [expr $clk_period * $clk_io_pct] -clock clk0 $non_clock_inputs
set_output_delay [expr $clk_period * $clk_io_pct] -clock clk0 [all_outputs]
```
**./design.v**
```verilog
module ysyx_23060187_instDecode(
        input [31:0] inst,
        output [4:0] rs1,
        output [4:0] rs2,
        output [4:0] rd,
        output [31:0] imm,
        output [6:0] opcode,
        output [2:0] fun3,
        output [6:0] fun7
    );
    wire U_type;
    wire I_type;
    wire J_type;
    wire B_type;
    wire R_type;
    wire S_type;
    wire [31:0] U_imm;
    wire [31:0] I_imm;
    wire [31:0] J_imm;
    wire [31:0] B_imm;
    wire [31:0] R_imm;
    wire [31:0] S_imm;
    assign opcode = inst[6:0];
    assign fun3 = inst[14:12];
    assign fun7 = inst[31:25];
    assign rs1 = inst[19:15];
    assign rs2 = inst[24:20];
    assign rd = inst[11:7];
    assign U_type = (opcode == 7'b0010111) | (opcode == 7'b0110111);
    assign I_type = (opcode == 7'b0000011) | (opcode == 7'b0010011) | (opcode == 7'b1100111);
    assign J_type = (opcode == 7'b1101111);
    assign B_type = (opcode == 7'b1100011);
    assign R_type = (opcode == 7'b0110011);
    assign S_type = (opcode == 7'b0100011);
    assign U_imm = {inst[31:12], {12{1'b0}}};
    assign I_imm = {{20{inst[31]}}, inst[31:20]};
    assign J_imm = {{12{inst[31]}}, inst[19:12], inst[20], inst[30:21], {1'b0}};
    assign B_imm = {{19{inst[31]}}, inst[31], inst[7], inst[30:25], inst[11:8], {1'b0}};
    assign S_imm = {{20{inst[31]}}, inst[31:25], inst[11:7]};
    assign imm = I_type ? I_imm :
           U_type ? U_imm :
           J_type ? J_imm :
           B_type ? B_imm :
           S_imm;
endmodule
```
==> results.ini <==
[outcome]
outcome = finished, final reports clean

[detailed_routing]
avgViaCountPerCell = 4.17
drc = 0
initialDrtViolationCount = 32
wl_met2_um = 1690
vias = 855
dr.pass1.iters = 2
n_antenna_cell = 0
routed.top_layer = met3
antenna_left = 0
dr_wl_met3_um = 305
wl_um = 3110
wl_per_cell_um = 15.2
drt-met1-wl_um = 1120

[final_timing]
finalClockPeriodUsage = 0.857
timing.fmax_mhz = 254
finalMaxSlewViolations = 0
relSlewSlack = 0.636
setup_viol = 0
fin_hold_ws_ns = 2.67
setup_ws_ns = 0.656
final_hold_viol_count = 0
grt_setup_unrepaired = false
setup_tns_ns = 0
worst_pin_slew_ns = 0.545
fin_crit_ns = 3.94

[power]
p_comb_frac = 1.000
p_leak_nw = 0.624
switching_share = 0.259
clkPwrFrac = 0
ir_worst_vdd_mv = 0.0261
p_seq_frac = 0
pwr_density_cell_nw_per_um2 = 79.3
p_sw_mw = 0.0306
p_int_mw = 0.0876

[cells_and_area]
fin_area_um2 = 1490
clockBufferCount = 0
area.sequential_um2 = 0
finish.utilization = 0.404
nFillCells = 361
layout-drive-gt1-share = 0.0764
seq_cells = 0
area_growth_pct = 105

[job]
tool_warnings = 32
drv_cap = 0

[worst_setup_path]
worst-path-max-fanout = 10
max_stage_delay_ns = 0.55
critPathSlowestCell = clkdlybuf4s50_1
critPathKind = in2out
arrival_ns = 3.02
cp-end-kind = output port
cpMostUsedCell = clkdlybuf4s50_1
timing.critical_path.buf_inv = 2
crit_start = inst[3]
path_cells = clkdlybuf4s50_1 -> or3b_4 -> a21oi_4 -> nor2b_1 -> a21o_1 -> clkdlybuf4s50_1
cp_top_family = buffers and inverters
cp.required_ns = 3.68
start_kind = primary input

[yosys]
synth_seq_share = 0
topCellsByArea = buf_4, a21o_1, mux2i_1
top_area_cell = buf_4
netlist_area_um2 = 727
yosys_warnings = 0
top_cell_area_share = 0.341
ys_cells = 97
yosys-stat-area_um2 = 727
syn_inst = 97
postSynthAreaPerCell_um2 = 7.49
synth_cell_types = 25

[global_route]
grtUsageTotal = 0.0849
first_global_vias = 843
grt_pass1_wl_um = 4660
grt_max_degree = 22
antenna_found_initial = 0
grt-ovfl-total = 0

[clock_network]
hold_buffers = 0
post-cts-setup-buffers = 0
cts_resized = 0

[floorplanning]
placementRows = 22
fp.coreArea_um2 = 3690
io_pins = 96
fp_util = 0.197
die_w_um = 82
fp.dieArea_um2 = 6720
die_y_um = 82

[worst_hold_path]
min_to = rs1[2]
hold_depth = 2
min-delay-start = inst[17]
hp-class = in2out

[place]
dpl_cell_area_um2 = 1490
portBuffers = 96
hpwl_um = 2750
pre_cts_ws_ns = 0.666
gp_congestion = 0.795

[Yosys cell counts, types with 2 or more instances]
cell type,count
nor3_1,2
nor2_1,3
buf_2,2
a21oi_4,2
nor2b_1,8
mux2i_1,6
buf_4,33
nor2_2,4
nand4b_1,2
a21o_1,20
[worst max path at each step]
stage         endpoint  cells past startpoint
global route   imm[19]                      6
CTS            imm[19]                      6
finish         imm[19]                      6
[per-layer routing]
metal / vias up / GRT usage
met4: 0 / 0
met1: 395 / 0.101
met5: - / 0
met3: 0 / 0.0264
met2: 32 / 0.154
li1: 428 / -
[cells in the final DEF, fill, tap and decap left out, drive strengths merged, types with 2 or more instances in the layout]
master	n
clkdlybuf4s50	96
a21o	20
nor2b	8
nor2	7
mux2i	6
nand4b	2
a21oi	2
buf	2
nor3	2
and3b	2
[power by group through the flow]
stage / clock network (mW) / logic [mW] / registers (mW)
4_1_cts: 0 / 0.121 / 0
6_report: 0 / 0.118 / 0
5_1_grt: 0 / 0.129 / 0
[per-stage QoR]
step | total power, mW | std cells
after global routing | 0.129 | 205
after detailed placement | 0.121 | 205
after floorplan | 0.0393 | 97
final | 0.118 | 205
after CTS | 0.121 | 205
after global placement | 0.121 | 205
[final cells by class]
cell class         count  area [µm²]  share of cell area
repair buffers        98         976               0.655
multi-input cells     59         454               0.305
well taps             48        60.1              0.0403
[cells by family (layout without fill, tap and decap cells)]
kind of cell           count (synthesis)  in the layout  synth area share
buffers and inverters                 38             98             0.382
AND/OR/NAND/NOR                       27             27             0.246
AND-OR/OR-AND                         26             26             0.289
multiplexers                           6              6            0.0826
Power and IR drop assume default switching activity.
