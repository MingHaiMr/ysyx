$ cat flow/run.sh
#!/bin/bash
# OpenROAD 26Q1-2900-gdf79404cd8, Yosys 0.63+post, stock flow scripts
make -C /OpenROAD-flow-scripts/flow DESIGN_CONFIG=/design/flow/config.mk WORK_HOME=/design/flow/orfs finish
$ cat flow/config.mk
export PLATFORM = sky130hd
export DESIGN_NAME = ysyx_23060187_registerFile
export DESIGN_NICKNAME = ysyx_23060187_registerFile
export VERILOG_FILES = /design/flow/design.v
export SDC_FILE = /design/flow/constraint.sdc
export NUM_CORES = 4
export LEC_CHECK = 1
export CORE_UTILIZATION = 50
$ cat flow/constraint.sdc
current_design ysyx_23060187_registerFile

set clk_period 9.3
set clk_io_pct 0.2

create_clock -name clk0 -period $clk_period [get_ports {clk}]

set non_clock_inputs [all_inputs -no_clocks]
set_input_delay [expr $clk_period * $clk_io_pct] -clock clk0 $non_clock_inputs
set_output_delay [expr $clk_period * $clk_io_pct] -clock clk0 [all_outputs]
$ cat flow/design.v
module ysyx_23060187_registerFile #(parameter ADDR_WIDTH = 5, parameter DATA_WIDTH = 32) (
        input clk,
        input [DATA_WIDTH-1:0] wdata,
        input [ADDR_WIDTH-1:0] waddr,
        input wen,
        input [ADDR_WIDTH-1:0] raddr1,
        output [DATA_WIDTH-1:0] rdata1,
        input [ADDR_WIDTH-1:0] raddr2,
        output [DATA_WIDTH-1:0] rdata2,
        output [DATA_WIDTH-1:0] GPR9,
        output [DATA_WIDTH-1:0] GPR18
    );
    integer i;
    initial begin
        for(i = 0; i < 32; i++)
            rf[i] = 32'h0;
    end
    reg [DATA_WIDTH-1:0] rf [2**ADDR_WIDTH-1:0];
    always @(posedge clk) begin
        if (wen && waddr != 0)
            rf[waddr] <= wdata;
    end
    assign rdata1 = rf[raddr1];
    assign rdata2 = rf[raddr2];
    assign GPR9 = rf[9];
    assign GPR18 = rf[18];
endmodule
==> reports/metrics.csv <==
metric,value,unit
outcome,completed,
num_io_pins,177,
fmax,0.140,GHz
synth-main-ff-cell,edfxtp_1,
largestRegisters,rf x1024,
path_class,in2out,
numCtsBuffers,110,
antenna_left,0,
dp.final_hpwl,86800,µm
vdd_ir_drop_max,139,µV
area_delta_synth_final,14.3,%
grt_pass1_vias,33000,
routed_wl,154000,µm
maxCapViolCount,0,
ys_cells,3386,
fill_cells,7214,
clkTransAtPathRegs,0.06,ns
top_register,rf,
worstHoldStart,wdata[0],
critPathMaxFanout,40,
period_minus_slack,7.16,ns
dp_worst_setup_slack,2.30,ns
critPathRequiredTime,7.44,ns
setup_viol,0,
finalClockPeriodUsage,77.0,%
synth_cell_types,24,
grt_max_degree,103,
antenna_cells,0,
arrival,5.30,ns
switching_power,0.00242,W
largest_reg_flops,1024,
yosysChipArea,48800,µm²
ys_warn_count,1,
grt-busiest-layer,met2,
min_to,rf[3][0]$_DFFE_PP_,
worst_hold_path.num_cells,2,
hold_viol_final,0,
swShare,22.8,%
syn_inst,3386,
seq_power_share,48.9,%
max_stage_delay,0.70,ns
grt_use_met1,47.2,%
crit_chain,"clkdlybuf4s50_1, and2_4, buf_4, a22o_1, nor3_1, a31oi_1, nand3_1, clkdlybuf4s50_1",
worstSetupEndpointType,output port,
cts_hold_buffers,0,
track_usage,34.4,%
clock_path_buffers,3,
slew_headroom,30.1,%
clock-root-buffer,clkbuf_16,
drt_pass1_iterations,7,
rsz0062_at_grt,false,
final.setup.tns,0,ns
fin_util,57.7,%
pwr-share-clk,42.0,%
drc,0,
maxSlewViolCount,0,
cts_setup_buffers,0,
cts.sinks,1024,
dr_total_vias,31600,
io_buffer_count,176,
cts_tree,built,
gp_congestion,0.909,
worst_pin_slew,1.05,ns
core_area,96700,µm²
gr-total-overflow,0,
setup_slack,2.14,ns
p_int,0.00817,W
syn_area,48800,µm²
power_density,190,nW/µm²
grt_pass1_wl,222000,µm
hp-class,in2reg,
met2_usage,47.3,%
critical_path.most_common_cell,clkdlybuf4s50_1,
std_cell_rows,114,
avgRoutedWirePerCell,31.2,µm
ys_seq_share,63.0,%
comb_area,16900,µm²
drtIter0Drc,2552,
synth.avg_cell_area,14.4,µm²
enable_flop_cells,1024,
htree_levels,3,
dieArea,98800,µm²
regArea,30700,µm²
vias_per_cell,6.39,
antenna_found_initial,2,
power_leakage,20.6,nW
async_flop_share,0,%
post_cts_resized,0,
drive_above_1_share,9.22,%
crit_slowest_cell,buf_4,
die.size.y,314,µm
initCoreUtil,50.5,%
ys.flops,1024,
dieWidth,314,µm
startpoint_type,input port,
grt_util_met3,24.3,%
tool_warnings,28,
combPwrFrac,9.1,%
==> metal layers <==
layer	up-vias	wire length [µm]
met4	19	4260
li1	13700	-
met1	15500	55500
met5	-	499
met3	299	26200
met2	2065	67800
==> power groups by stage <==
stage	combinational, W	sequential (W)	clock (W)
5_1_grt	0.00103	0.00518	0.00467
6_report	0.000966	0.00518	0.00444
4_1_cts	0.000955	0.00518	0.00450
==> layout make-up <==
cell class | count | share of cell area, %
flip-flops and latches | 1024 | 55.1
clock inverters | 78 | 1.47
well taps | 1276 | 2.86
repair buffers | 298 | 5.11
clock buffers | 126 | 5.12
multi-input cells | 2140 | 30.3
==> worst max-delay path, delay by kind of cell <==
family	cells	cell delay, ns
buffers and inverters	3	1.83
and+or+nand+nor	3	0.91
AOI/OAI and AO/OA	2	0.60
==> stage by stage <==
step,cells,total power [W],hold WS [ns],instance area (µm²)
4_1_cts,4942,0.0106,1.96,55800
6_report,4942,0.0106,1.99,55800
3_5_place_dp,4738,0.00622,2.66,52100
2_1_floorplan,3417,0.00581,1.96,48900
5_1_grt,4942,0.0109,2.01,55800
3_3_place_gp,4738,0.00621,2.66,52100
==> cell usage in the layout, fill, tap and decap left out, types with 2 or more instances in the layout <==
| cell type | n |
|---|---|
| a21oi_1 | 192 |
| a22o_1 | 128 |
| a22oi_1 | 192 |
| a31oi_1 | 64 |
| and2_4 | 2 |
| buf_12 | 13 |
| buf_4 | 109 |
| buf_8 | 2 |
| bufinv_16 | 17 |
| clkbuf_1 | 14 |
| clkbuf_16 | 112 |
| clkdlybuf4s50_1 | 174 |
| clkinv_1 | 26 |
| clkinv_2 | 26 |
| clkinvlp_4 | 5 |
| conb_1 | 32 |
| edfxtp_1 | 1024 |
| inv_6 | 3 |
| mux2i_1 | 1024 |
| nand2_1 | 193 |
| nand2_2 | 2 |
| nand2b_2 | 4 |
| nand3_1 | 194 |
| nand3b_1 | 5 |
| nor2_4 | 33 |
| nor2b_4 | 4 |
| nor3_1 | 64 |
| or2_2 | 2 |
| or3b_2 | 3 |
==> kinds of logic (layout without fill, tap and decap cells) <==
logic type      Yosys count  after routing  synth area share (%)
mux                    1024           1024                  21.0
compound gates          576            576                  8.04
other cells               1             32               0.00769
flops                  1024           1024                  63.0
simple gates            508            508                  4.71
buf+inv                 253            502                  3.21
==> how the worst max path moves through the flow <==
stage,start,to,depth (start not counted)
after CTS,raddr1[0],rdata1[6],8
after global routing,raddr2[2],rdata2[10],9
final,raddr1[0],rdata1[18],8
==> cell usage after synthesis, drive strengths merged, types with 5 or more instances <==
library cell / count / area (µm²)
buf: 171 / 1240
a21oi: 192 / 961
nand3: 194 / 971
edfxtp: 1024 / 30700
clkbuf: 82 / 323
nand3b: 5 / 37.5
a22o: 128 / 1120
nor3: 64 / 320
a22oi: 192 / 1440
nor2: 34 / 128
a31oi: 64 / 400
nand2: 195 / 732
mux2i: 1024 / 10200
Power is estimated from default activity; no workload was simulated.
